### flow/design.v
module mult4_to_1_32(out,i0,i1,i2,i3,s0,s1);
output [31:0] out;
input [31:0]i0,i1,i2,i3;
input s0,s1;
assign out = (~s1) & (~s0) ? i0: (~s1) & (s0) ? i1: (s1) & (~s0) ? i2 : i3;
endmodule
### flow/run.sh
#!/bin/bash
# OpenROAD 26Q1-2900-gdf79404cd8, Yosys 0.63+post, stock flow scripts
make -C /OpenROAD-flow-scripts/flow DESIGN_CONFIG=/design/flow/config.mk WORK_HOME=/design/flow/orfs finish
### flow/config.mk
export PLATFORM = sky130hd
export DESIGN_NAME = mult4_to_1_32
export DESIGN_NICKNAME = mult4_to_1_32
export VERILOG_FILES = /design/flow/design.v
export SDC_FILE = /design/flow/constraint.sdc
export NUM_CORES = 4
export LEC_CHECK = 1
export CORE_AREA = 10 10 84 84
export DIE_AREA = 0 0 94 94
### flow/constraint.sdc
current_design mult4_to_1_32

set clk_period 5.2
set clk_io_pct 0.2

create_clock -name clk0 -period $clk_period

set non_clock_inputs [all_inputs -no_clocks]
set_input_delay [expr $clk_period * $clk_io_pct] -clock clk0 $non_clock_inputs
set_output_delay [expr $clk_period * $clk_io_pct] -clock clk0 [all_outputs]
==> flow_summary.toml <==
# synthesis and place-and-route metrics
[sta]
fin_crit_sh = 0.780
max_clock_freq_mhz = 246
finalMaxSlewViolations = 0
setup_viol = 0
slew_headroom = 0.560
whs_ns = 3.17
fin_ws_ns = 1.14
finalCriticalPeriod_ns = 4.06
hold_viol_final = 0
rsz0062_at_grt = "no"
tightest_slew_ns = 0.660
tns_ns = 0

[die]
die_w_um = 94
row_count = 26
die_y_um = 94
core-area_sq_mm = 0.00520
chipArea_sq_mm = 0.00884
initial_core_util = 0.157
boundaryPins = 162

[place]
place_congestion = 0.890
hpwl_mm = 5.62
place.port_buffers = 162
place_ws_ns = 1.11

[yosys]
synth-xor-area-share = 0
ys_sh_mux = 0.890
common_cells = "mux4_2, buf_12, buf_2"
avgSynthCellArea_sq_um = 20.5
synthAoiAreaFrac = 0
ys_warn_count = 0
yosys-top-cells-area = "mux4_2, buf_12, mux4_1, buf_2, buf_6"
ys_types = 6
synthDominantCellAreaShare = 0.826
synth.comb.largest_family = "multiplexers"
synthSimpleGateAreaFrac = 0
synth.most_common_cell = "mux4_2"
ys_seq_frac = 0
synthCells = 40
yosys-stat-cells = 40
ys_chip_area_sq_um = 818
yosys.area.top_type = "mux4_2"
netlist_area_sq_um = 818
ys_sh_adder = 0

[setup_path]
worstPathArrival_ns = 3.02
crit_fanout = 21
path_class = "input port to output port"
required_ns = 4.16
startpoint_type = "input port"
end_kind = "output port"

[grt]
grt_pass1_vias = 1378
antenna_found_initial = 0
grt.total_usage = 0.128
grt_max_degree = 23
grt_pass1_wl_mm = 8.33
grt-ovfl-total = 0

[clock_network]
ctsResizeCount = 0
post_cts.repair.setup_buffers = 0
cts_hold_buf = 0

[routing]
wl_met2_mm = 3.32
drt_pass1_iterations = 4
viasPerCell = 4.34
drc = 0
routed_wl_mm = 5.98
first_iter_violations = 16
drt.antenna.violating_nets = 0
drt-met1-wl_mm = 2.00
detail_route.wl_per_cell_um = 22.4
n_antenna_cell = 0
top_layer = "met4"
route.met3.wl_um = 622
dr_total_vias = 1159

[power]
netSwitchingFraction = 0.193
finalPower_mw = 0.203
p_int_mw = 0.164
power_frac_clock = 0
power_frac_comb = 1.000
pwr-share-seq = 0
p_per_area_mw_per_mm2 = 82.8
switchingPower_mw = 0.0392
worst_ir_drop_vdd_v = 0.0000360
p_leak_nw = 0.860

[finish]
clkbuf_count = 0
regArea_sq_um = 0
layout-drive-gt1-share = 0.173
area_growth_pct = 200
flop-count = 0

[flow_run]
drv_cap = 0
warnings = 32

[worst_hold_path]
hold_path.class = "input port to output port"

[outcome]
status = "completed"
layer usage:
layer | track usage | vias up
met4 | 0.00759 | 0
met1 | 0.131 | 550
met3 | 0.0517 | 2
met5 | 0 | -
met2 | 0.245 | 83
li1 | - | 524
metrics by stage:
step | cells | util | cell area [sq um]
detailed placement | 267 | 0.472 | 2450
floorplan | 40 | - | 818
global placement | 267 | 0.472 | 2450
global route | 267 | 0.472 | 2450
CTS | 267 | 0.472 | 2450
finish | 267 | 0.472 | 2450
kinds of logic (layout without fill, tap and decap cells):
| group | Yosys count | count (layout) |
|---|---|---|
| buffers and inverters | 8 | 165 |
| muxes | 32 | 32 |
layout make-up:
class              instances  area [sq um]
fillers                  464          2750
well taps                 70          87.6
multi-input cells         32           728
repair buffers           165          1640
cell usage in the layout, fill, tap and decap left out:
cell type | netlist | final
mux4_1 | 2 | 2
clkdlybuf4s50_1 | 0 | 161
buf_4 | 0 | 3
mux4_2 | 30 | 30
buf_2 | 3 | 1
power groups by stage:
stage / logic (mW) / clock network [mW] / registers, mW
after global routing: 0.216 / 0 / 0
after CTS: 0.207 / 0 / 0
final: 0.203 / 0 / 0
critical path, cell delays in order:
cell and delay, ns:
clkdlybuf4s50_1 0.80, buf_4 0.38, mux4_2 0.36, clkdlybuf4s50_1 0.43
worst paths after layout:
kind,start,end,slack [ns],cells after the start
max,s1,out[18],1.14,4
min,s0,out[30],3.17,3
No activity file was given, so power comes from the tool's default toggle rates.

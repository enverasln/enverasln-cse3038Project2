==> /design/flow/design.v <==
module control(in,fun,regdest,alusrc,ext,memtoreg,regwrite,memread,memwrite,branch_jump,aluop1,aluop2, fout, stswrite);
input [5:0] in, fun;
output regdest,alusrc,memtoreg,regwrite,memread,memwrite,aluop1,aluop2;
output [5:0] fout;
output [1:0] ext;
output [2:0] branch_jump;
output stswrite;
wire rformat,iformat,jformat,lw,sw,beq,ori,bltz,jmsub,baln,jrs,sll;
assign jmsub=(fun[5]) & (~fun[4]) & (~fun[3]) & (~fun[2]) & (fun[1]) & (~fun[0]);
assign sll=((~fun[5]) & (~fun[4]) & (~fun[3]) & (~fun[2]) & (~fun[1]) & (~fun[0])) & ~iformat & ~lw & ~sw;
assign rformat=~|in;
assign lw=(in[5]) & (~in[4]) &(~in[3]) & (~in[2]) & (in[1]) & (in[0]);
assign sw=(in[5]) & (~in[4]) & (in[3]) & (~in[2]) & (in[1]) & (in[0]);
assign beq=(~in[5] )& (~in[4]) &(~in[3]) & (in[2]) & (~in[1]) & (~in[0]);
assign ori=(~in[5]) & (~in[4]) &(in[3]) & (in[2]) & (~in[1]) & (in[0]);
assign bltz=(~in[5]) & (~in[4]) &(~in[3]) & (~in[2]) & (~in[1]) & (in[0]);
assign jrs=(~in[5]) & (in[4]) & (~in[3]) & (~in[2]) & (in[1]) & (~in[0]);
assign iformat = beq|ori|bltz|jrs;
assign baln=(~in[5]) & (in[4]) & (in[3]) & (~in[2]) & (in[1]) & (in[0]);
assign jformat = baln;
assign regdest=rformat|baln;
assign alusrc=lw|sw|ori|sll;
assign ext={sll ? 1'b1 : 1'b0, ori ? 1'b1 : 1'b0};
assign memtoreg=lw|jmsub|jrs;
assign regwrite=rformat|lw|ori|sll|jmsub|baln;
assign memread=lw|jmsub|jrs;
assign memwrite=sw;
assign branch_jump = beq ? 3'b000 : bltz ? 3'b001 : baln ? 3'b010 : jmsub ? 3'b100 : jrs ? 3'b101 : 3'b111;
assign aluop1=rformat | jformat;
assign aluop2=iformat | jformat;
assign fout= ori ? 6'b100101 : bltz ? 6'b100010 : jrs ? 6'b100000 : fun;
assign stswrite=~baln;  
endmodule
==> /design/flow/run.sh <==
#!/bin/bash
# OpenROAD 26Q1-2900-gdf79404cd8, Yosys 0.63+post, stock flow scripts
make -C /OpenROAD-flow-scripts/flow DESIGN_CONFIG=/design/flow/config.mk WORK_HOME=/design/flow/orfs finish
==> /design/flow/config.mk <==
export PLATFORM = sky130hd
export DESIGN_NAME = control
export DESIGN_NICKNAME = control
export VERILOG_FILES = /design/flow/design.v
export SDC_FILE = /design/flow/constraint.sdc
export NUM_CORES = 4
export LEC_CHECK = 1
export CORE_AREA = 10 10 70 70
export DIE_AREA = 0 0 80 80
==> /design/flow/constraint.sdc <==
current_design control

set clk_period 2.0
set clk_io_pct 0.2

create_clock -name clk0 -period $clk_period

set non_clock_inputs [all_inputs -no_clocks]
set_input_delay [expr $clk_period * $clk_io_pct] -clock clk0 $non_clock_inputs
set_output_delay [expr $clk_period * $clk_io_pct] -clock clk0 [all_outputs]
==> flow_metrics.py <==
# Physical implementation metrics
metrics = {
    "setup_path": {
        "worstPathArrival_ns": 1.62,
        "crit_path_max_fanout": 4,
        "launch_point_of_the_worst_path": "in[3]",
        "cp_slowest_cell": "sky130_fd_sc_hd__or4_4",
        "critical_path.top_delay_family": "simple AND/OR/NAND/NOR gates",
        "criticalPathCategory": "in -> out",
        "endpoint_kind": "output pin",
        "critical_path.startpoint_type": "input pin",
        "cp_common_cell": "sky130_fd_sc_hd__buf_6",
        "crit_path_cell_trace": "buf_6 -> or2_4 -> or4_4 -> buf_6 -> a21oi_2 -> nor2_1 -> buf_2",
        "cp.required_ns": 1.60,
        "timing.critical_path.slowest_cell_delay_ns": 0.48,
        "cp.buffers_inverters": 3,
    },
    "floorplanning": {
        "floorplan.core_area_mm2": 0.00342,
        "io_pins": 32,
        "die-height_um": 80,
        "placement_rows": 21,
        "fp-utilization_pct": 12.7,
        "chipWidth_um": 80,
        "chip_area_mm2": 0.00640,
    },
    "route": {
        "viasPerCell": 4.09,
        "drt_first_pass_iters": 3,
        "route.detailed.drc": 0,
        "routed-via-count": 753,
        "antenna-diode-count": 0,
        "finalWirelength_um": 2190,
        "initial_drt_markers": 31,
        "post_dr_wirelength_cell_um": 11.9,
        "antenna_left": 0,
    },
    "placed_design": {
        "dp.final_hpwl_um": 1640,
        "port-buffer-count": 32,
        "placement.cell_area_um2": 955,
        "placed_cells_incl_taps": 170,
        "preCtsSetupSlack_ns": -0.738,
        "place_congestion": 0.848,
    },
    "cells_and_area": {
        "ff_count": 0,
        "regArea_um2": 0,
        "num-clock-buffers": 0,
        "final_util_pct": 35.7,
        "signed_area_change_from_the_synthesized_netlist_to_the_final_layout_pct": 181,
        "finalInstanceArea_mm2": 0.00122,
        "non_filler_cells_in_the_finished_layout": 184,
        "final_layout_size_suffix_gt1_share_pct": 66.7,
    },
    "flow_run": {
        "warning_count": 34,
        "maxCapViolCount": 0,
    },
    "final_timing": {
        "timing.slew.headroom_pct": 82.0,
        "postLayoutSetupSlackWorst_ns": -0.0230,
        "finalSetupViolCount": 3,
        "slew_at_the_pin_closest_to_its_max_slew_limit_ns": 0.267,
        "grt_setup_unrepaired": "yes",
        "layout_worst_path_cycle_share_pct": 101,
        "layout_min_cycle_time_ns": 2.02,
        "final-max-slew-violation-count": 0,
        "count_of_final_hold_check_violations": 0,
        "fmax_mhz": 494,
    },
    "yosys": {
        "synth.lib_cells_used.distinct": 29,
        "synth-seq-area-share_pct": 0,
        "synth.yosys.warnings": 0,
        "mean_area_per_synthesized_cell_um2": 5.87,
        "synth_chip_area_um2": 434,
        "ys_cells": 74,
        "synthCells": 74,
        "syn_area_um2": 434,
    },
    "power_and_ir_drop": {
        "power.static_leakage_nw": 0.588,
        "power_density_mw_per_mm2": 145,
        "power.ir.vdd_worst_mv": 0.0548,
    },
    "grt": {
        "first_global_vias": 788,
        "grt_max_degree": 8,
        "grt_overflow_total": 0,
        "antenna_found_initial": 0,
        "global_route.usage.total_pct": 6.68,
        "grt_pass1_wl_um": 3660,
    },
    "min_path": {
        "hold_class": "in -> out",
        "worst_hold_startpoint": "fun[3]",
    },
    "clock_network": {
        "hold_buffer_count_at_cts": 0,
    },
    "status": {
        "status": "finished with violations",
        "failed_checks": "setup timing",
    },
}
## cells in the mapped netlist
cell type                    n  area share (%)
sky130_fd_sc_hd__nor2_1     12              10
sky130_fd_sc_hd__nand2_1    10             8.6
sky130_fd_sc_hd__nor3_1      5             5.8
sky130_fd_sc_hd__a21oi_1     4             4.6
sky130_fd_sc_hd__buf_4       4             6.9
sky130_fd_sc_hd__nand3_1     4             4.6
sky130_fd_sc_hd__buf_2       3             3.5
sky130_fd_sc_hd__inv_1       3             2.6
sky130_fd_sc_hd__o21ai_0     3             3.5
sky130_fd_sc_hd__nand2b_1    2             2.9
sky130_fd_sc_hd__nor4_1      2             2.9
sky130_fd_sc_hd__o32a_1      2             4.6
sky130_fd_sc_hd__or2_2       2             2.9
sky130_fd_sc_hd__or3_1       2             2.9
sky130_fd_sc_hd__xnor2_1     2             4.0
sky130_fd_sc_hd__a221oi_1    1             2.0
sky130_fd_sc_hd__a31oi_1     1             1.4
sky130_fd_sc_hd__and2_1      1             1.4
sky130_fd_sc_hd__buf_6       1             2.6
sky130_fd_sc_hd__clkbuf_1    1            0.86
sky130_fd_sc_hd__nor3b_1     1             1.7
sky130_fd_sc_hd__nor4b_2     1             3.5
sky130_fd_sc_hd__o2111ai_2   1             3.5
sky130_fd_sc_hd__o211ai_2    1             2.9
sky130_fd_sc_hd__o21a_1      1             1.7
sky130_fd_sc_hd__o21ai_1     1             1.2
sky130_fd_sc_hd__o22a_1      1             2.0
sky130_fd_sc_hd__or2_4       1             2.0
sky130_fd_sc_hd__or4_4       1             2.6
## per-stage QoR
stage,power [mW],hold slack [ns],TNS [ns]
2_1_floorplan,0.0495,0.853,0
3_3_place_gp,0.145,1.71,-13.07
3_5_place_dp,0.144,1.72,-12.81
4_1_cts,0.163,1.23,-0.566
5_1_grt,0.193,1.10,-0.204
6_report,0.177,1.08,-0.0384
## layout make-up
cell class / count / area, um^2
Inverter: 3 / 11.3
Fill cell: 347 / 2200
Timing Repair Buffer: 73 / 601
Tap cell: 46 / 57.6
Multi-Input combinational cell: 62 / 551
## worst min-delay path, stage by stage
cell                       delay (ns)
sky130_fd_sc_hd__clkbuf_2        0.10
sky130_fd_sc_hd__inv_1           0.05
sky130_fd_sc_hd__nor2_1          0.03
sky130_fd_sc_hd__buf_2           0.10
## metal layers
layer  track usage, %  vias to the layer above  share of wire (%)
met5                0                        -                  0
met4            0.528                        0                  0
met3             2.61                        0                 11
met2             10.6                       25                 45
met1             8.65                      339                 44
li1                 -                      389                  -
## cells in the final DEF, fill, tap and decap left out, drive strengths merged
cell type,Yosys,layout
a21oi,4,4
a221oi,1,1
a31oi,1,1
and2,1,1
buf,8,57
clkbuf,1,3
clkdlybuf4s15,0,2
clkdlybuf4s50,0,2
dlygate4sd2,0,6
dlymetal6s2s,0,3
inv,3,3
nand2,10,10
nand2b,2,2
nand3,4,4
nor2,12,12
nor3,5,5
nor3b,1,1
nor4,2,2
nor4b,1,1
o2111ai,1,1
o211ai,1,1
o21a,1,1
o21ai,4,4
o22a,1,1
o32a,2,2
or2,3,3
or3,2,2
or4,1,1
xnor2,2,2
## where the power goes
group / switching (mW) / internal, mW
registers: 0 / 0
logic: 0.0787 / 0.0983
clock network: 0 / 0
## timing repair
item | 4_1_cts | 5_1_grt
gates resized | 108 | 26
pin swaps | 24 | 16
setup endpoints to repair | 20 | 16
setup buffers | 16 | 3
cloned | 0 | 0
## logic make-up (layout without fill, tap and decap cells)
kind of cell,after synthesis,in the layout,synth area share (%)
AND-OR/OR-AND,16,16,27.4
XOR/XNOR,2,2,4.04
buffers and inverters,12,76,16.4
AND/OR/NAND/NOR,44,44,52.2
## worst paths after layout
check | end | slack (ns) | depth (start not counted)
setup / recovery | branch_jump[1] | -0.02 | 7
hold / removal | fout[3] | 1.08 | 4
No activity file was given, so power comes from the tool's default toggle rates.

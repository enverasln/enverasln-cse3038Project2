===== flow/design.v =====
module alu32(sum,a,b,status,gin,stswrite); 
output [31:0] sum;
input [31:0] a,b; 
input [2:0] gin; 
reg [31:0] sum;
reg [31:0] less;
output[2:0] status;
reg [2:0] status;
input stswrite;
always @(a or b or gin or stswrite)
begin
	case(gin)
	3'b010:
	begin
		sum=a+b; 		 
		if(stswrite)
		begin
			status[0]=(sum[31] & ~a[31] & ~b[31]) | (~sum[31] & a[31] & b[31]);  
		end
	end
	3'b110:
	begin
		sum=a+1+(~b);	 
		if(stswrite)
		begin
			status[0]= (~sum[31]&a[31]&(~b[31]))|(sum[31]&~a[31]&b[31]);  
		end
	end
	3'b111: begin less=a+1+(~b);	 
			if (less[31]) sum=1;	
			else sum=0;
		  end
	3'b000: sum=a & b;	 
	3'b001: sum=a|b;		 
	3'b101: sum=a<<b;
	default: sum=31'bx;	
	endcase
	if(stswrite)
	begin
		status[2]=~(|sum);  
		status[1]=sum[31];  
		status[0]=(sum[31] & ~a[31] & ~b[31]) | (~sum[31] & a[31] & b[31]);  
	end
end
endmodule

===== flow/run.sh =====
#!/bin/bash
# OpenROAD 26Q1-2900-gdf79404cd8, Yosys 0.63+post, stock flow scripts
make -C /OpenROAD-flow-scripts/flow DESIGN_CONFIG=/design/flow/config.mk WORK_HOME=/design/flow/orfs finish

===== flow/config.mk =====
export PLATFORM = sky130hd
export DESIGN_NAME = alu32
export DESIGN_NICKNAME = alu32
export VERILOG_FILES = /design/flow/design.v
export SDC_FILE = /design/flow/constraint.sdc
export NUM_CORES = 4
export LEC_CHECK = 1
export CORE_UTILIZATION = 50

===== flow/constraint.sdc =====
current_design alu32

set clk_period 15.7
set clk_io_pct 0.2

create_clock -name clk0 -period $clk_period

set non_clock_inputs [all_inputs -no_clocks]
set_input_delay [expr $clk_period * $clk_io_pct] -clock clk0 $non_clock_inputs
set_output_delay [expr $clk_period * $clk_io_pct] -clock clk0 [all_outputs]

==> impl_metrics.csv <==
group,metric,value,unit
run_status,status,"complete, no violations",
setup_path,worstSetupPathType,"in -> out",
grt,globalRouteOverflowTotal,0,
placement,place_area,0.00792,mm2
final_timing,hold_viol_final,0,
power,p_switching,173,uW
final_timing,period_used_share,69.6,%
final_timing,fin_crit,10920,ps
die,initCoreUtil,51.3,%
die,die_area,0.0141,mm2
setup_path,crit_path_end_kind,"primary output",
setup_path,max_stage_delay,630,ps
drt,routedWlPerCell,22.8,um
power,p_leak,0.00348,uW
synthesis,ys_cells,1019,
power,clockPowerShare,0,%
setup_path,worst-path-buf-inv,4,
cells_and_area,utilization,59.8,%
setup_path,crit_top_cell,"a211oi_1",
job,drv_cap,0,
die,rows,42,
setup_path,cp_cell_sequence,"buf_2 > buf_4 > ha_1 > inv_1 > fa_1 > nor2b_1 > o211ai_1 > a211oi_1 > o311ai_1 > a211oi_1 > nor2_1 > o221ai_1 > a21oi_1 > xnor2_1 > o21ai_0 > clkdlybuf4s50_1",
synthesis,synth_area_per_cell,6.67,um2
final_timing,untimed_endpoints,6,
cells_and_area,drive_gt1_share,5.75,%
placement,dpl.cell_count,1254,
setup_path,setup.worst_path.start,"b[0]",
drt,antenna_cells,0,
die,io_pins,103,
grt,grtUsageTotal,41.0,%
final_timing,tns,0,ps
synthesis,synthCells,1019,
synthesis,syn_area,0.00680,mm2
drt,firstDrtPassIters,7,
grt,first_global_vias,7375,
power,pwr-share-seq,0.3,%
cells_and_area,layout.area.seq,45.0,um2
grt,antenna_found_initial,0,
final_timing,fmax,0.0916,GHz
hold_path,hp-start,"gin[0]",
job,tool_warnings,97,
final_timing,timing.hold.ws,7240,ps
cells_and_area,comb_area,0.00608,mm2
synthesis,yosys_warnings,1,
setup_path,cp.required,12560,ps
synthesis,synth.distinct_cells,77,
cells_and_area,largest_reg_flops,3,
clock_network,postCtsHoldBufs,0,
power,intPower,121,uW
synthesis,ys.flops,3,
setup_path,crit_path_start_kind,"input pin",
drt,totalWireLength,28.6,mm
die,die_y,119,um
synthesis,ys_area,0.00680,mm2
final_timing,unclocked_pins,3,
placement,gp_congestion,1.07,
setup_path,crit_arrival,7780,ps
final_timing,tightest_slew,810,ps
synthesis,async_flop_share,0,%
grt,grt_first_pass_wirelength,43.5,mm
final_timing,setup_viol,0,
setup_path,crit_family,"AND-OR/OR-AND gates",
clock_network,post_cts_buffers,0,
synthesis,edf_count,0,
placement,io_buffers,103,
power,power.density,37.1,mW/mm2
grt,grt_start_max_net_pins,53,
cells_and_area,final_cells,1254,
synthesis,synthFlopType,"dlxtp_1",
power,comb_power_share,99.7,%
setup_path,crit_fanout,52,
cells_and_area,finalInstanceArea,0.00792,mm2
placement,hpwl,22.7,mm
drt,routed_via_density,6.51,
setup_path,crit_slowest_cell,"o311ai_1",
final_timing,slew_headroom,46.0,%
drt,drc_errors,0,
drt,drtAntennaViolNets,0,
cells_and_area,fillers,1253,
power,switching_share,58.7,%
die,die-width,119,um
drt,route.vias.total,8166,
drt,drtIter0Drc,947,
cells_and_area,area_growth,16.5,%
power,peakVddDrop,0.0181,mV
clock_network,cts.repair.resized,0,
final_timing,grt_setup_unrepaired,"no",
die,core_area,0.0132,mm2
final_timing,slew_violations,0,
hold_path,hp-class,"in -> out",
power groups by stage:
stage         Combinational, uW  Clock (uW)  Sequential [uW]
finish                      293           0            0.811
global route                315           0            0.820
CTS                         285           0            0.815
synth_stat cells, drive strengths merged, types with 10 or more instances:
cell type | n | share of area, %
a211oi | 30 | 3.3
a21oi | 101 | 7.4
a221oi | 10 | 1.5
buf | 18 | 1.3
clkbuf | 44 | 2.4
ha | 96 | 18
inv | 112 | 6.2
mux2i | 52 | 7.8
mux4 | 17 | 5.7
nand2 | 104 | 5.8
nand3 | 21 | 1.5
nor2 | 97 | 5.4
nor3 | 17 | 1.3
nor4 | 18 | 1.7
o211ai | 20 | 2.2
o21ai | 64 | 4.7
o31ai | 13 | 1.5
xnor2 | 24 | 3.1
kinds of logic after synthesis:
family,count (synthesis),share of synthesized area [%]
latches,3,0.663
buffers and inverters,174,9.92
xor gates and xnor gates,27,3.48
muxes,73,14.2
AOI/OAI and AO/OA,333,32.3
and+or+nand+nor,311,21.2
adders and majority gates,98,18.3
layout make-up:
cell class                      count  area share (%)
Inverter                          112            5.31
Multi-Input combinational cell    842            76.7
Sequential cell                     3           0.569
Tap cell                          176            2.78
Timing Repair Buffer              121            14.6
through the flow:
| stage | setup WS, ps | total power, uW |
|---|---|---|
| final | 4780 | 294 |
| after global placement | 4910 | 286 |
| after detailed placement | 4870 | 284 |
| after CTS | 4860 | 286 |
| after global routing | 4470 | 316 |
| after floorplan | 5980 | 179 |
per-layer routing:
layer / up-vias / GRT usage (%) / routed length (um)
met3: 72 / 11.0 / 3660
met5: - / 0 / 0
met1: 3740 / 60.0 / 12200
met4: 0 / 9.89 / 930
met2: 527 / 59.7 / 11800
li1: 3827 / - / -
cell usage in the layout, fill, tap and decap left out, drive strengths merged, types with 4 or more instances in the layout:
cell and n:
mux2 4, or3 8, xnor2 24, a221oi 10, o21a 8, a21o 8, or2 4, o21ai 64
nor4 18, mux2i 52, buf 20, inv 112, and3 4, nor2 97, a2111oi 5, o211a 7
nor2b 9, a221o 5, nand2 104, o221ai 7, nand4 4, a21oi 101, o31ai 13, a311oi 4
nand2b 9, o22ai 8, a31oi 9, nor3 17, nand3 21, ha 96, a22oi 4, clkdlybuf4s50 101
o211ai 20, and2 4, a32oi 4, a211oi 30, mux4 17
final timing paths:
path / end / depth (start not counted) / slack [ps]
setup / recovery: sum[30] / 16 / 4780
hold / removal: sum[0] / 4 / 7240
Power and IR drop assume default switching activity.
